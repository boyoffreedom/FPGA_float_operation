## /design/flow/config.mk

```make
export PLATFORM = sky130hd
export DESIGN_NAME = n_mult
export DESIGN_NICKNAME = n_mult
export VERILOG_FILES = /design/flow/design.v
export SDC_FILE = /design/flow/constraint.sdc
export NUM_CORES = 4
export LEC_CHECK = 1
export CORE_UTILIZATION = 30
```

## /design/flow/constraint.sdc

```tcl
current_design n_mult

set clk_period 4.6
set clk_io_pct 0.2

create_clock -name clk0 -period $clk_period [get_ports {mult_clk}]

set non_clock_inputs [all_inputs -no_clocks]
set_input_delay [expr $clk_period * $clk_io_pct] -clock clk0 $non_clock_inputs
set_output_delay [expr $clk_period * $clk_io_pct] -clock clk0 [all_outputs]
```

## /design/flow/design.v

```verilog
module float_mult(clk,rst_n,mul_a,mul_b,out_a);
parameter E_ref = {(8-1){1'b1}};			 
parameter E_add_max = {(8){1'b1}}+E_ref-1;
input wire[8+23:0] mul_a,mul_b;			 
output wire[8+23:0] out_a;
input rst_n,clk;
assign out_a = {S[2],e2,f2};
wire[8:0] mul_a_e,mul_b_e;		 
wire[23:0] mul_a_f,mul_b_f;
wire S0;
assign S0 = mul_a[8+23]^mul_b[8+23];			 
assign mul_a_e = {1'b0,mul_a[8+23-1:23]};		 
assign mul_b_e = {1'b0,mul_b[8+23-1:23]};		 
assign mul_a_f = {1'b1,mul_a[23-1:0]};						 
assign mul_b_f = {1'b1,mul_b[23-1:0]};						 
reg[23*2+1:0] f0;								 
reg[23+1:0] f1;
reg[23-1:0] f2;
reg[8:0] e0,e1;							 
reg[8-1:0]e2;
reg[2:0] S;											 
always @(posedge clk or negedge rst_n) begin
	if(!rst_n) begin					 
		f0 <= 0;
		e0 <= 0;
		S <= 0;
	end
	else begin
		S <= {S[1:0],S0};			 
		if(mul_a_e == {1'b0,{(8){1'b1}}} || mul_b_e == {1'b0,{(8){1'b1}}})begin		 
			f0 <= 1;
			e0 <= E_add_max;
		end
		else begin
			f0 <= mul_a_f*mul_b_f;
			e0 <= mul_a_e+mul_b_e;
		end
	end
end
always @(posedge clk or negedge rst_n)begin
		if(!rst_n) begin					 
		f1 <= 0;
		e1 <= 0;
	end
	else begin
		if(e0 > E_ref) begin
			if(e0 >= E_add_max) begin		 
				e1 <= {(8+1){1'b1}};	 
				f1 <= 1;							 
			end
			else begin				 
				e1 <= (e0 - E_ref);
				f1 <= f0[23*2+1:23]+f0[23-1];			 
			end
		end
		else begin					 
			e1 <= 0;			 
			f1 <= 0;			 
		end
	end
end
always @(posedge clk or negedge rst_n)begin
	if(!rst_n) begin					 
		f2 <= 0;
		e2 <= 0;
	end
	else begin
		if(f1[23+1]) begin	 
			f2 <= f1[23:1];
			e2 <= e1[8-1:0]+1'b1;
		end
		else begin
			f2 <= f1[23-1:0];
			e2 <= e1[8-1:0];
		end
	end
end
endmodule
module n_mult(mult_clk,rst_n,fin_a,fin_b,dout);
input mult_clk,rst_n;
input [(4*(8+23+1))-1:0] fin_a,fin_b;
output [(4*(8+23+1))-1:0] dout;
genvar gv_i;
generate
	for(gv_i = 0; gv_i < 4;gv_i = gv_i + 1)
	begin: float_multiplier
		float_mult u_fm(mult_clk,rst_n,
							fin_a[gv_i*(8+23+1)+(8+23+1)-1:gv_i*(8+23+1)],
							fin_b[gv_i*(8+23+1)+(8+23+1)-1:gv_i*(8+23+1)],
							 dout[gv_i*(8+23+1)+(8+23+1)-1:gv_i*(8+23+1)]);
	end
endgenerate
endmodule
```

## /design/flow/run.sh

```bash
#!/bin/bash
# OpenROAD 26Q1-2900-gdf79404cd8, Yosys 0.63+post, stock flow scripts
make -C /OpenROAD-flow-scripts/flow DESIGN_CONFIG=/design/flow/config.mk WORK_HOME=/design/flow/orfs finish
```

==> flow_metrics.tcl <==
# implementation run metrics
set metrics [dict create \
    outcome "finished, violations left" \
    violations "negative setup slack" \
    final_cell_count_no_fill 14900 \
    htree_levels 2 \
    root_buffer "clkbuf_16" \
    gp_congestion 0.965 \
    core_mm2 0.292 \
    min-delay-path-class "primary input to asynchronous set/reset pin" \
    setup_viol 104 \
    rr_startpoint "float_multiplier[1].u_fm.f0[22]" \
    dr.pass1.iters 5 \
    async_flop_share_pct 100 \
    wire_per_inst_um 17.7 \
    flop_cell "dfrtp_1" \
    fin_hold_ws_ns 0.190 \
    viasPerCell 4.42 \
    grt_max_degree 92 \
    cts.sinks 408 \
    critical_path.most_common_cell "fa_1" \
    cp_data_required_time_ns 5.15 \
    via_count 65800 \
    yosysTopAreaCellShare_pct 43.7 \
    ios 386 \
    hold_viol 0 \
    clk_pin_slew_ns 0.10 \
    clockBufferDepth 3 \
    path_delay_family "adder cells" \
    drive_gt1_share_pct 23.6 \
    slew_viol_final 0 \
    ant_nets 0 \
    reg2regPathDepth 10 \
    drc_errors 0 \
    fp.dieH_um 545 \
    synth.yosys.warnings 1 \
    rrSetupSlack_ns 1.91 \
    fp_util_pct 30.3 \
    hpwl_um 203000 \
    syn_to_final_growth_pct 31.0 \
    gr-total-overflow 0 \
    slew_headroom_pct 42.8 \
    worstPathMaxFanout 5 \
    antenna_found_initial 11 \
    path_class "primary input to flip-flop" \
    post-synth-top-count-cell "inv_1" \
    edf_count 0 \
    warning_count 36 \
    dp.cells 14300 \
    max_stage_delay_ns 0.56 \
    yosys.area.top_type "fa_1" \
    endpoint_kind "flip-flop" \
    cp_data_arrival_time_ns 7.26 \
    finalClockPeriodUsage_pct 146 \
    clock_skew_ns 0.0962 \
    final_core_util_pct 39.6 \
    slowest_stage "fa_1" \
    r2r-end "float_multiplier[1].u_fm.f1[24]" \
    insertion_delay_ns 0.73 \
    port_buffers 385 \
    track_usage_pct 19.0 \
    dr.first_iter.drc_count 2433 \
    dieWidth_um 545 \
    rows 198 \
    setup_slack_ns -2.11 \
    ys_ff 408 \
    drt-total-wl_um 263000 \
    grt_pass1_vias 70600 \
    top_cells_by_count "2348 x inv_1, 1928 x fa_1, 1164 x nand2_1" \
    clock.fmax_mhz 149 \
    synthCells 9450 \
    cp_num_buf_inv 11 \
    start_kind "primary input" \
    yosysChipArea_mm2 0.0883 \
    rsz0062_at_grt "true" \
    worst_slew_pin_slew_ns 0.852 \
    grt_pass1_wl_um 408000 \
    synthTopCellsByArea "fa_1 44%, dfrtp_1 12%, ha_1 10%, inv_1 10%, and2_1 6.9%" \
    die_area_mm2 0.297 \
    synth_area_mm2 0.0883 \
    cts_hold_buf 0 \
    cts_made_buffers 50 \
    cap_violations 0 \
    yosysCellCount 9450 \
    yosysUniqueCellTypes 81 \
    synth_seq_share_pct 11.6 \
    cts_tree "yes" \
    fin_crit_ns 6.71 \
    synth.avg_cell_area_um2 9.35 \
]
worst register-to-register path: stages, from the launching register on:
cell,delay (ns)
dfrtp_1,0.33
ha_1,0.21
ha_1,0.19
and3_1,0.20
and3_1,0.22
and2_1,0.19
nor2b_1,0.43
nand2_1,0.14
or4_1,0.45
xor2_1,0.17
nor2_1,0.05
final cells by class:
cell class | instances | area (um^2)
clock inverter | 27 | 357
fill | 28000 | 176000
inverter | 2358 | 8940
timing repair buffer | 1832 | 19300
tap | 3900 | 4880
clock buffer | 64 | 1340
multi-input combinational | 6285 | 70600
antenna | 3 | 7.51
sequential | 408 | 10200
layer usage:
layer  vias to the layer above  wire [um]  track usage (%)
met5                         -        105                0
met3                       417      31900             9.58
li1                      30500          -                -
met1                     32500     101000             24.2
met4                         6      10600             5.80
met2                      2423     119000             28.9
kinds of logic (layout without fill, tap and decap cells):
kind of cell | Yosys count | in the layout | share of synthesized area, %
AOI/OAI and AO/OA | 459 | 459 | 3.41
xor gates and xnor gates | 251 | 251 | 2.49
adders and majority gates | 2656 | 2656 | 54.0
buffers and inverters | 2757 | 4281 | 11.7
DFF | 408 | 408 | 11.6
muxes | 100 | 100 | 1.27
other | 0 | 3 | 0
and+or+nand+nor | 2819 | 2819 | 15.5
per-stage QoR:
step           setup TNS [ns]  instance area [um^2]  worst slack, ns
6_report              -191.19                116000            -2.11
5_1_grt               -207.87                116000            -2.32
4_1_cts               -187.78                114000            -2.10
3_5_place_dp          -309.19                106000            -3.31
3_3_place_gp          -309.52                106000            -3.28
2_1_floorplan         -200.10                 90100            -2.39
flip-flops by register name (all words and copies together), names as in the netlist:
signal,cells
float_multiplier.u_fm.S,12
float_multiplier.u_fm.f2,92
float_multiplier.u_fm.f0,104
float_multiplier.u_fm.e0,36
float_multiplier.u_fm.e2,32
float_multiplier.u_fm.f1,100
float_multiplier.u_fm.e1,32
cells in the final DEF (no fill, tap or decap), drive strengths merged, types with 33 or more instances in the layout:
master         count
a21oi            165
and2             981
nor2             373
inv             2350
nand3             80
and3              33
clkbuf           107
o21ai             80
mux2              96
clkdlybuf4s50    201
nand2           1164
nand4             55
nor3              42
fa              1928
xor2             118
dfrtp            408
buf             1524
ha               728
a21o              97
xnor2            133
worst max-delay path by stage:
| stage | cells after the start | slack, ns | endpoint | start |
|---|---|---|---|---|
| after CTS | 29 | -2.10 | float_multiplier[1].u_fm.f0[31] | fin_a[40] |
| after global routing | 27 | -2.32 | float_multiplier[1].u_fm.f0[47] | fin_a[36] |
| final | 29 | -2.11 | float_multiplier[1].u_fm.f0[43] | fin_b[33] |
what timing repair did:
item	4_1_cts	5_1_grt
hold endpoints to repair	0	0
cloned	64	10
resized	1282	500
endpoints found under the setup margin	104	104
buffers inserted	310	85
pin swaps	427	308
