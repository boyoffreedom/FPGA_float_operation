[/design/flow/design.v]
module n_adder(clk,rst_n,acc_start,acc_finish,
				mult_out,mult_wen,adder_out,acc_out);
input clk,rst_n,acc_start;
output acc_finish;
input mult_wen;
input [(4*(8+23+1))-1:0] mult_out;
output [(4*(8+23+1))-1:0] adder_out;
output [(8+23+1)-1:0] acc_out;
wire [(4*(8+23+1))-1:0] mult_din = (mult_wen==0)?0:mult_out;
wire [2*(4*(8+23+1))-1:0] din = (acc_mux == 0)?{mult_din,adder_out}:{{(2*(4*(8+23+1))-2*(8+23+1)){1'b0}},acc_buf[1],acc_buf[0]};
reg acc_finish;
reg [(8+23+1)-1:0] acc_out;
reg [(8+23+1)-1:0] acc_buf[2:0];
reg acc_mux;
reg[4:0] acc_state;
reg[12:0] acc_loop;
always @(negedge clk or negedge rst_n)begin
	if(!rst_n)begin
		acc_buf[0] <= 0;
		acc_buf[1] <= 0;
		acc_buf[2] <= 0;
		acc_finish <= 1;
		acc_state <= 0;
		acc_loop <= 0;
		acc_mux <= 0;
	end
	else begin
		case(acc_state)
		0:begin
			if(acc_start)begin				 
				acc_state <= 1;
				acc_finish <= 0;
				acc_loop <= 0;					 
				acc_mux <= 0;					 
			end
			else begin
				acc_mux <= 0;
				acc_state <= 0;
			end
		end
		1:begin
			if(acc_loop > 3*(4>>1))begin			 
				acc_buf[0] <= 0;				 
				acc_buf[1] <= 0;
				acc_buf[2] <= 0;
				acc_state <= 5;
			end
			else begin							 
				acc_loop <= acc_loop+1'b1;
				acc_state <= 1;
			end
		end
		5:begin									 
			acc_state <= 6;
			acc_mux <= 1;
			acc_buf[0] <= adder_out[(8+23+1)-1:0];
		end
		6:begin
			acc_state <= 7;
			acc_buf[1] <= adder_out[(8+23+1)-1:0];
		end
		7:begin
			acc_state <= 9;
			acc_buf[2] <= adder_out[(8+23+1)-1:0];
		end
		9:acc_state <= 12;					 
		12:begin									 
			acc_buf[0] <= adder_out[(8+23+1)-1:0];
			acc_buf[1] <= acc_buf[2];
			acc_state <= 13;
		end
		13:acc_state <= 14;
		14:acc_state <= 16;
		16:begin									 
			acc_finish <= 1;
			acc_mux <= 0;
			acc_state <= 0;
		end
		default:acc_state <= 0;
		endcase
	end
end
always @(posedge acc_finish or negedge rst_n)begin
	if(!rst_n)begin
		acc_out <= 0;
	end
	else begin
		acc_out <= adder_out[(8+23+1)-1:0];
	end
end
genvar gv_i;
generate
	for(gv_i = 0; gv_i < 4;gv_i = gv_i + 1)
	begin: float_adder
		float_adder u_fm(clk,rst_n,
							din[gv_i*2*(8+23+1)+(8+23+1)-1:gv_i*2*(8+23+1)],
							din[gv_i*2*(8+23+1)+2*(8+23+1)-1:gv_i*2*(8+23+1)+(8+23+1)],
							adder_out[gv_i*(8+23+1)+(8+23+1)-1:gv_i*(8+23+1)]);
	end
endgenerate
endmodule
module float_adder(clk,rst_n,add_a,add_b,adder_out);
parameter E_ref = {(8-1){1'b1}};
parameter E_max = {(8){1'b1}};
input wire[8+23:0] add_a,add_b;			 
output wire[8+23:0] adder_out;
input rst_n,clk;
assign adder_out = {add_s2,add_e2,add_f2};
wire [8-1:0] a_e = add_a[8+23-1:23];
wire [8-1:0] b_e = add_b[8+23-1:23];
wire [2*23+1:0] a_f = {2'b01,add_a[23-1:0],{23{1'b0}}};	 
wire [2*23+1:0] b_f = {2'b01,add_b[23-1:0],{23{1'b0}}};	 
wire 				  a_s = add_a[8+23];
wire 				  b_s = add_b[8+23];
reg a_s0,b_s0,add_s1,add_s2;
reg sub_eq1;
reg[8-1:0] add_e0;					 
reg[8-1:0] add_e1;
reg[8-1:0] add_e2;
reg[2*23+1:0] a_f0,b_f0;					  
reg[2*23+1:0] add_f1;									
reg[23-1:0] add_f2;
wire[2*23+1:0] sub_shift_f1 = (add_f1 << (sub_shift-1'b1));
reg[8-1:0] sub_shift;
always @(posedge clk or negedge rst_n) begin
	if(!rst_n) begin					 
		a_s0 <= 0;
		b_s0 <= 0;
		add_e0 <= 23;
		a_f0 <= 0;
		b_f0 <= 0;
	end
	else begin
		if(add_a == 0 && add_b == 0)begin
			a_s0 <= 0;
			b_s0 <= 0;
			add_e0 <= 23;
			a_f0 <= 0;
			b_f0 <= 0;
		end
		else begin
			if((a_e < b_e)|| (a_e == b_e && a_f < b_f)) begin			
				a_s0 <= b_s;				 
				b_s0 <= a_s;				 
				add_e0 <= b_e;				 
				a_f0 <= b_f;				 
				b_f0 <= a_f>>(b_e-a_e);	 
			end
			else begin
				a_s0 <= a_s;			 
				b_s0 <= b_s;
				add_e0 <= a_e;
				a_f0 <= a_f;
				b_f0 <= b_f>>(a_e-b_e);	 
			end
		end
	end
end
always @(posedge clk or negedge rst_n) begin
	if(!rst_n) begin					 
		add_e1 <= 23;
		add_f1 <= 0;
		add_s1 <= 0;
		sub_eq1 <= 0;
	end
	else begin
		sub_eq1 <= 0;
		if(a_s0 == b_s0) begin		 
			add_f1 <= a_f0 + b_f0;
		end
		else begin  
			add_f1 <= a_f0 - b_f0;
			if(a_f0 == b_f0) begin		 
				sub_eq1 <= 1;
			end
		end
		add_s1 <= a_s0;
		add_e1 <= add_e0;
	end
end
always @(posedge clk or negedge rst_n) begin
	if(!rst_n) begin					 
		add_e2 <= 0;
		add_f2 <= 0;
		add_s2 <= 0;
	end
	else begin
		add_s2 <= add_s1;
		if(add_e1 == E_max) begin		 
				add_f2 <= 1;
				add_e2 <= {8{1'b1}};
		end
		else begin							 
			if(add_f1[2*23+1]) begin			 
				add_f2 <= add_f1[2*23:23+1]+add_f1[23];
				add_e2 <= add_e1+1'b1;
			end
			else begin
				if(sub_eq1 == 1) begin			 
					add_s2 <= 0;
					add_e2 <= 0;
					add_f2 <= 0;
				end
				else begin
					add_f2 <= sub_shift_f1[2*23-1:23]+sub_shift_f1[23-1];
					add_e2 <= add_e1 - (sub_shift-1'b1);
				end
			end
		end
	end
end
always @(add_f1) begin
	casex(add_f1[2*23+1:23+1])
		24'b1xxxxxxxxxxxxxxxxxxxxxxx: sub_shift=8'd0;
		24'b01xxxxxxxxxxxxxxxxxxxxxx: sub_shift=8'd1;
		24'b001xxxxxxxxxxxxxxxxxxxxx: sub_shift=8'd2;
		24'b0001xxxxxxxxxxxxxxxxxxxx: sub_shift=8'd3;
		24'b00001xxxxxxxxxxxxxxxxxxx: sub_shift=8'd4;
		24'b000001xxxxxxxxxxxxxxxxxx: sub_shift=8'd5;
		24'b0000001xxxxxxxxxxxxxxxxx: sub_shift=8'd6;
		24'b00000001xxxxxxxxxxxxxxxx: sub_shift=8'd7;
		24'b000000001xxxxxxxxxxxxxxx: sub_shift=8'd8;
		24'b0000000001xxxxxxxxxxxxxx: sub_shift=8'd9;
		24'b00000000001xxxxxxxxxxxxx: sub_shift=8'd10;
		24'b000000000001xxxxxxxxxxxx: sub_shift=8'd11;
		24'b0000000000001xxxxxxxxxxx: sub_shift=8'd12;
		24'b00000000000001xxxxxxxxxx: sub_shift=8'd13;
		24'b000000000000001xxxxxxxxx: sub_shift=8'd14;
		24'b0000000000000001xxxxxxxx: sub_shift=8'd15;
		24'b00000000000000001xxxxxxx: sub_shift=8'd16;
		24'b000000000000000001xxxxxx: sub_shift=8'd17;
		24'b0000000000000000001xxxxx: sub_shift=8'd18;
		24'b00000000000000000001xxxx: sub_shift=8'd19;
		24'b000000000000000000001xxx: sub_shift=8'd20;
		24'b0000000000000000000001xx: sub_shift=8'd21;
		24'b00000000000000000000001x: sub_shift=8'd22;
		24'b000000000000000000000001: sub_shift=8'd23;
		default: sub_shift = 8'd24;
	endcase
end
endmodule
[/design/flow/config.mk]
export PLATFORM = sky130hd
export DESIGN_NAME = n_adder
export DESIGN_NICKNAME = n_adder
export VERILOG_FILES = /design/flow/design.v
export SDC_FILE = /design/flow/constraint.sdc
export NUM_CORES = 4
export LEC_CHECK = 1
export CORE_UTILIZATION = 50
[/design/flow/constraint.sdc]
current_design n_adder

set clk_period 24.2
set clk_io_pct 0.2

create_clock -name clk0 -period $clk_period [get_ports {clk}]

set non_clock_inputs [all_inputs -no_clocks]
set_input_delay [expr $clk_period * $clk_io_pct] -clock clk0 $non_clock_inputs
set_output_delay [expr $clk_period * $clk_io_pct] -clock clk0 [all_outputs]
[/design/flow/run.sh]
#!/bin/bash
# OpenROAD 26Q1-2900-gdf79404cd8, Yosys 0.63+post, stock flow scripts
make -C /OpenROAD-flow-scripts/flow DESIGN_CONFIG=/design/flow/config.mk WORK_HOME=/design/flow/orfs finish
==> reports/qor.csv <==
metric,value,unit
status,finished clean,
yosys_warnings,3,
areaGrowthSynthToFinish,10.7,%
holdPathStages,0,
grt_max_degree,131,
drv_slew,0,
drive_gt1_frac,0.0817,
async_flop_share,1.00,
cts_tree,built,
numCtsBuffers,89,
relSlewSlack,0.280,
dp_hpwl,206000,um
drc,0,
cp_data_required_time,24810,ps
path_max_fanout,59,
vias,68800,
setup_viol,0,
tns,0,ps
clk_pin_slew_worst_paths,60,ps
overflow,0,
ys_cells,8642,
grt_setup_unrepaired,no,
tool_warnings,156,
postCtsHoldBufs,0,
critPathKind,register to register,
core_util_floorplan,0.504,
avgRoutedWirePerCell,25.0,um
ys_area,0.0714,sq mm
gp_congestion,1.05,
worst_pin_slew,1050,ps
cp_cell_sequence,"buf_4, buf_4, buf_4, inv_2, buf_4, nand2_1, ha_2, inv_1, fa_1, a21oi_1, o21bai_1, a21oi_1, nor2_1, o41ai_1, nor4_1, nor2_2, mux2i_1, o2111a_1, a311oi_1, buf_4, nor2_1, nand2_1, o22ai_1",
untimed_endpoints,64,
antenna_cells,0,
io_pins,293,
syn_inst,8642,
port_buffers,292,
max_stage_delay,840,ps
wl,264000,um
synthFlopType,dfrtp_1,
grt_pass1_vias,63200,
final_util,0.559,
clockBufferDepth,3,
yosys.stat.seqShare,0.294,
syn-cell-area,0.0714,sq mm
finalHoldViolations,0,
grtUsageTotal,0.371,
r2r_cells,23,
max_cap_viol_count,0,
edf_count,0,
grt_pass1_wl,399000,um
ys.flops,837,
crit_top_cell,buf_4,
drt-initial-drc-count,7084,
die_w,380,um
finClkSkew,71.8,ps
postRouteAntennaNets,0,
syn_area_per_cell,8.26,sq um
rows,138,
core_area,0.142,sq mm
htreeDepth,3,
die_height,380,um
dieArea,0.144,sq mm
clk_latency,720,ps
yosys.cell_types.count,116,
crit_arrival,20110,ps
unclocked_regs,32,
cp-end-kind,register,
worstSetupStartpointType,register,
firstDrtPassIters,8,
post_cts_buffers,0,
hold_path_class,register to register,
antenna_found_initial,2,
cts-resized-gates,0,
routed_via_density,6.50,
clockRootBuffer,clkbuf_16,
cpMaxStageDelayCell,o41ai_1,
==> state kept, by name (all words and copies together), names as in the netlist, 10 cells and up <==
name,cells
acc_out,32
float_adder.u_fm.add_e0,32
acc_buf,96
float_adder.u_fm.a_f0,96
float_adder.u_fm.add_e2,32
float_adder.u_fm.add_f2,92
acc_state,10
float_adder.u_fm.add_f1,192
float_adder.u_fm.b_f0,188
acc_loop,13
float_adder.u_fm.add_e1,32
==> critical path, delay by kind of cell, from the launching register on <==
family | cells | cell delay, ps
AOI/OAI and AO/OA | 7 | 1870
and+or+nand+nor | 6 | 1990
muxes | 1 | 470
buffers and inverters | 7 | 1950
adders and majority gates | 2 | 600
DFF | 1 | 380
==> synthesized netlist by cell type, types with 50 or more instances <==
master    instances  area [sq um]
o22ai_1         147           920
a21o_1          150          1130
o211ai_1        111           833
xnor2_1         227          1990
mux4_2           83          1870
nand2b_1         57           357
dfrtp_1         684         17100
buf_1            80           300
nand4_1         108           676
clkbuf_1        429          1610
nor4_1          126           788
dfrtn_1         119          2980
mux2_2           98          1100
and2_1           54           338
nor3_1          240          1200
a211oi_1        124           931
and3_1           67           419
a21oi_1         649          3250
inv_1           405          1520
o21ai_0         469          2350
nor2b_1          99           619
o31ai_1          61           458
a31oi_1          61           382
a22oi_1         110           826
buf_2            60           300
a22o_1           86           753
xor2_1          187          1640
o21a_1           50           375
nand3_1         297          1490
nand2_1         815          3060
nor2_1          738          2770
ha_1            398          4980
mux2i_1         360          3600
==> stage by stage <==
stage	hold slack [ps]	instances	setup slack (ps)	cell area, sq um
floorplan	292	8642	5350	71400
global placement	295	10400	4870	75900
detailed placement	297	10400	4860	75900
CTS	297	10600	4850	79100
global route	311	10600	4010	79100
finish	296	10600	4690	79100
==> routing by layer <==
layer	track usage	part of all wire	vias up
li1	-	-	31700
met1	0.538	0.41	33000
met2	0.552	0.45	3522
met3	0.0949	0.098	533
met4	0.130	0.044	4
met5	0.00397	0.00032	-
==> area by class of cell <==
type                    count  area (sq um)
flip-flops and latches    837         21000
clock inverters            56           778
repair buffers            470          4290
inverters                 424          1590
well taps                1890          2360
multi-input cells        6789         46700
fillers                 12500         62500
clock buffers             110          2390
==> cells by family (layout without fill, tap and decap cells) <==
group           count (synthesis)  count (layout)  share of synthesized area
buf+inv                      1016            1060                     0.0560
simple gates                 2829            2829                      0.190
compound gates               2588            2588                      0.242
mux                           541             541                     0.0921
flops                         837             837                      0.294
fa+ha+maj                     414             414                     0.0742
xor+xnor                      417             417                     0.0518
==> worst paths after layout <==
| check | from | endpoint | slack, ps |
|---|---|---|---|
| setup / recovery | acc_mux | float_adder[1].u_fm.b_f0[22] | 4690 |
| hold / removal | acc_state[8] | acc_state[4] | 300 |
| min in group asynchronous | rst_n | float_adder[1].u_fm.add_f1[34] | 4110 |
| setup reg to reg | acc_mux | float_adder[1].u_fm.b_f0[22] | 4690 |
| hold reg to reg | acc_state[8] | acc_state[4] | 300 |
| max in group asynchronous | rst_n | acc_loop[0] | 6230 |
==> placed cells by master (no fill, tap or decap), types with 150 or more instances in the layout <==
cell             instances
a21o_1                 150
mux2i_1                356
o21ai_0                469
nor3_1                 239
xor2_1                 178
a21oi_1                649
nor2_1                 736
dfrtp_1                680
inv_1                  405
nand3_1                297
xnor2_1                218
clkdlybuf4s50_1        291
buf_4                  176
ha_1                   394
nand2_1                813
