--- flow/config.mk ---
export PLATFORM = sky130hd
export DESIGN_NAME = int2float
export DESIGN_NICKNAME = int2float
export VERILOG_FILES = /design/flow/design.v
export SDC_FILE = /design/flow/constraint.sdc
export NUM_CORES = 4
export LEC_CHECK = 1
export CORE_UTILIZATION = 40
--- flow/constraint.sdc ---
current_design int2float

set clk_period 1.2
set clk_io_pct 0.2

create_clock -name clk0 -period $clk_period [get_ports {clk}]

set non_clock_inputs [all_inputs -no_clocks]
set_input_delay [expr $clk_period * $clk_io_pct] -clock clk0 $non_clock_inputs
set_output_delay [expr $clk_period * $clk_io_pct] -clock clk0 [all_outputs]
--- flow/design.v ---
module int2float(clk,rst_n,int_in,float_out);
parameter E_bit = 8,F_bit = 23,INT_WIDTH = 32;
parameter E_ref = {(E_bit-1){1'b1}};			 
input wire clk,rst_n;
input wire[INT_WIDTH-1:0] int_in;
output wire[E_bit+F_bit:0] float_out;
reg f_s;
reg[E_bit-1:0] f_e;
reg[F_bit-1:0] f_f;
assign float_out = {f_s,f_e,f_f};		 
wire int_s = int_in[INT_WIDTH-1];		 
wire[INT_WIDTH-1:0] abs_int = int_s?(~int_in+1):int_in;
reg[INT_WIDTH-1:0] int_shift_buf;
reg[E_bit-1:0] e_shift;
always @(posedge clk or negedge rst_n) begin
	if(!rst_n) begin
		f_s <= 0;
		f_e <= E_ref;
		f_f <= 0;
	end
	else begin
		if(e_shift > F_bit) begin		 
			int_shift_buf = abs_int>>(e_shift-F_bit);
		end
		else begin							 
			int_shift_buf = abs_int<<(F_bit-e_shift);
		end
		f_e <= E_ref + e_shift;
		f_f = int_shift_buf[F_bit-1:0];
		f_s <= int_s;
	end
end
always @(abs_int) begin
	casex(abs_int)
		32'b1xxxxxxxxxxxxxxxxxxxxxxxxxxxxxxx: e_shift=7'd31;
		32'b01xxxxxxxxxxxxxxxxxxxxxxxxxxxxxx: e_shift=7'd30;
		32'b001xxxxxxxxxxxxxxxxxxxxxxxxxxxxx: e_shift=7'd29;
		32'b0001xxxxxxxxxxxxxxxxxxxxxxxxxxxx: e_shift=7'd28;
		32'b00001xxxxxxxxxxxxxxxxxxxxxxxxxxx: e_shift=7'd27;
		32'b000001xxxxxxxxxxxxxxxxxxxxxxxxxx: e_shift=7'd26;
		32'b0000001xxxxxxxxxxxxxxxxxxxxxxxxx: e_shift=7'd25;
		32'b00000001xxxxxxxxxxxxxxxxxxxxxxxx: e_shift=7'd24;
		32'b000000001xxxxxxxxxxxxxxxxxxxxxxx: e_shift=7'd23;
		32'b0000000001xxxxxxxxxxxxxxxxxxxxxx: e_shift=7'd22;
		32'b00000000001xxxxxxxxxxxxxxxxxxxxx: e_shift=7'd21;
		32'b000000000001xxxxxxxxxxxxxxxxxxxx: e_shift=7'd20;
		32'b0000000000001xxxxxxxxxxxxxxxxxxx: e_shift=7'd19;
		32'b00000000000001xxxxxxxxxxxxxxxxxx: e_shift=7'd18;
		32'b000000000000001xxxxxxxxxxxxxxxxx: e_shift=7'd17;
		32'b0000000000000001xxxxxxxxxxxxxxxx: e_shift=7'd16;
		32'b00000000000000001xxxxxxxxxxxxxxx: e_shift=7'd15;
		32'b000000000000000001xxxxxxxxxxxxxx: e_shift=7'd14;
		32'b0000000000000000001xxxxxxxxxxxxx: e_shift=7'd13;
		32'b00000000000000000001xxxxxxxxxxxx: e_shift=7'd12;
		32'b000000000000000000001xxxxxxxxxxx: e_shift=7'd11;
		32'b0000000000000000000001xxxxxxxxxx: e_shift=7'd10;
		32'b00000000000000000000001xxxxxxxxx: e_shift=7'd9;
		32'b000000000000000000000001xxxxxxxx: e_shift=7'd8;
		32'b0000000000000000000000001xxxxxxx: e_shift=7'd7;
		32'b00000000000000000000000001xxxxxx: e_shift=7'd6;
		32'b000000000000000000000000001xxxxx: e_shift=7'd5;
		32'b0000000000000000000000000001xxxx: e_shift=7'd4;
		32'b00000000000000000000000000001xxx: e_shift=7'd3;
		32'b000000000000000000000000000001xx: e_shift=7'd2;
		32'b0000000000000000000000000000001x: e_shift=7'd1;
		32'b00000000000000000000000000000001: e_shift=7'd0;
		default: e_shift = 7'd0;
	endcase
end
endmodule
--- flow/run.sh ---
#!/bin/bash
# OpenROAD 26Q1-2900-gdf79404cd8, Yosys 0.63+post, stock flow scripts
make -C /OpenROAD-flow-scripts/flow DESIGN_CONFIG=/design/flow/config.mk WORK_HOME=/design/flow/orfs finish
==> Flow_metrics.wiki <==
=== Physical design figures ===
{| class="wikitable"
! Metric !! Value
|-
| Startpoint Class || primary input
|-
| Area post-placement || 8911 um2
|-
| Final hold vios || 0
|-
| Largest non-sequential cell family by area || AND-OR/OR-AND gates
|-
| Pwr per Cell Area || 810.6 nW/um2
|-
| All-layer global routing usage || 38.10%
|-
| Simple-Gate Fraction of Synth Area || 28.09%
|-
| DRT Wirelength || 29,570 um
|-
| Fraction of layout instances using a drive strength above 1 || 55.69%
|-
| Critical Path Sink Type || flop
|-
| Post-route non-filler standard cell count || 1,340
|-
| Max Slew Vio Count || 0
|-
| Complex Gates by Area || 35.39%
|-
| Hold buffers post-CTS || 0
|-
| RSZ-0062 raised after global routing || yes
|-
| Lkg Pwr || 4.454 nW
|-
| Cell count in the Yosys report || 774
|-
| Starting utilization of the core area || 41.40%
|-
| Routed wire length per instance || 22.07 um
|-
| Peak fanout along the critical path || 8
|-
| Leading post-synthesis cells by cell area || dfrtp_1 11%, a21oi_1 4.8%, nand2_1 4.7%
|-
| Count of boundary I/O pins || 66
|-
| Pin count of the biggest net entering global routing || 34
|-
| Xor/xnor share of the synthesized area || 6.504%
|-
| Time the worst path needs with I/O delays and setup || 4215 ps
|-
| Antenna violations before repair || 0
|-
| Count of max-cap constraint violations || 0
|-
| Share of synthesized registers carrying an async set or reset || 100.0%
|-
| Number of fill cells || 903
|-
| Critical path data arrival time || 4380 ps
|-
| Area of the mapped netlist || 5791 um2
|-
| Antenna violation net count after detailed routing || 0
|-
| Number of placed instances with taps included || 1,277
|-
| Number of buffers added by the clock tree synthesis step || 5
|-
| Share of the clock period used by the worst path after layout || 351.3%
|-
| Global-route wire length before repair || 43,080 um
|-
| Post-DR vias/cell || 6.339
|-
| Worst endpoint required time || 1360 ps
|-
| Yosys synthesis chip area || 5791 um2
|-
| Worst VDD drop || 0.0005127 V
|-
| Depth of the CTS H-tree || 2
|-
| Min-delay worst type || primary input to asynchronous set/reset pin
|-
| I/O Buffers || 65
|-
| Smallest setup slack after layout || -3015 ps
|-
| Area share, top type || 10.80%
|-
| Die y size || 122.3 um
|-
| Post-synthesis adder-cell area fraction || 0.6482%
|-
| Average cell area after synthesis || 7.481 um2
|-
| Number of cells produced by synthesis || 774
|-
| Vias in the first global route || 7,818
|-
| Half-perimeter wire length after placement || 21,450 um
|-
| Remaining max-slew budget at the tightest pin || 55.78%
|-
| Most common cell in the netlist || nand2_1
|-
| Tool warning count || 29
|-
| Number of design rule violations left after detail routing || 0
|-
| Yosys Warn Count || 1
|-
| Flip-flop cell with the highest count after synthesis || dfrtp_1
|-
| Area leader, netlist || dfrtp_1
|-
| Clock input transition at the sequential cells of the worst setup and hold paths || 50 ps
|-
| Detailed-router iteration count before antenna repair || 5
|-
| Number of DRC markers after the initial detailed-route iteration || 692
|-
| Overall die area || 14,960 um2
|-
| Maximum achievable frequency || 237.2 MHz
|-
| Flip-flop and latch count after synthesis || 32
|-
| Final non-filler cell area || 10,650 um2
|-
| Placer's final routability congestion estimate || 1.011
|-
| Number of rows created at floorplan || 43
|-
| Total overflow reported by the global router || 0
|-
| Register area share after synthesis || 13.98%
|-
| Count of cell types in the netlist || 105
|-
| Count of flip-flops with a built-in enable after synthesis || 0
|-
| Violated checks || negative setup slack
|-
| Total number of vias || 8,494
|-
| Synth-to-Final Area Change || 83.97%
|-
| CTS Sinks || 32
|-
| Final setup viols || 31
|-
| Diode insertion count for antenna repair || 0
|-
| Slew at the pin with the worst max-slew slack || 654.7 ps
|-
| Root buffer cell || clkbuf_16
|-
| Floorplan die width || 122.3 um
|-
| Run status || finished with violations
|-
| Synth mux share || 6.309%
|-
| Buffer depth of the longest clock path || 2
|-
| Leading cell types by count after synthesis || 73 x nand2_1, 55 x a21oi_1, 55 x nor2_1
|-
| Start-to-end type of the worst setup path || primary input to flop
|-
| Core region area || 13,990 um2
|-
| TritonCTS clock tree || done
|}
## cell usage in the layout (no fill, tap or decap), types with 13 or more instances in the layout
| cell type | synthesis | layout |
|---|---|---|
| buf_4 | 2 | 327 |
| nand2_1 | 73 | 58 |
| nor2_1 | 55 | 49 |
| a21oi_1 | 55 | 48 |
| buf_6 | 13 | 35 |
| o21ai_0 | 44 | 30 |
| dlygate4sd2_1 | 0 | 30 |
| nor3_1 | 45 | 26 |
| dfrtp_1 | 25 | 25 |
| nand3_1 | 26 | 22 |
| o211ai_1 | 22 | 22 |
| xnor2_1 | 19 | 17 |
| xor2_1 | 19 | 15 |
| nor3_2 | 1 | 14 |
| o21ai_1 | 7 | 13 |
| a31oi_1 | 16 | 13 |
| mux2i_1 | 23 | 13 |
## repair_timing
action,CTS,global route
setup endpoints to repair,63,34
gates cloned,1,3
setup buffers,36,21
resized,249,107
pin swaps,79,58
## cells by family (layout without fill, tap and decap cells)
group	after synthesis	in the layout
compound gates	284	284
xor+xnor	40	40
simple gates	309	309
fa+ha+maj	3	3
flops	32	32
buf+inv	77	463
mux	29	29
## layer usage
metal / wire length [um] / global-route usage [%]
met2: 14070 / 64.36
met1: 11810 / 51.26
met5: 0 / 0
met3: 2199 / 2.419
met4: 1499 / 14.25
## through the flow
stage / TNS, ps / utilization [%] / hold WS [ps] / total power [mW] / setup WS (ps)
floorplan: -94160 / - / -55.59 / 3.830 / -3406
global placement: -105830 / 63.70 / 621.7 / 6.263 / -3705
detailed placement: -107440 / 63.70 / 626.6 / 6.281 / -3774
CTS: -80480 / 71.97 / 340.6 / 8.080 / -2901
global route: -86090 / 76.15 / 346.8 / 9.038 / -3102
finish: -83000 / 76.15 / 326.5 / 8.635 / -3015
## where the power goes
group          internal, mW  leakage, nW  switching, mW
clock network         0.881       0.0772          0.439
logic                  2.94         4.01           2.96
registers              1.35        0.365         0.0659
## flip-flops by register name, indices dropped and copies added (netlist names)
name  flops
f_e       8
f_f      23
f_s       1
## cell type report
| type | count | area, um2 | area share (%) |
|---|---|---|---|
| flip-flops and latches | 32 | 809.5 | 7.599 |
| clock buffers | 8 | 156.4 | 1.468 |
| inverters | 12 | 83.83 | 0.7869 |
| repair buffers | 443 | 3734 | 35.05 |
| well taps | 180 | 225.2 | 2.114 |
| multi-input cells | 665 | 5644 | 52.98 |
## critical path, stage by stage
cell and delay, ps:
clkdlybuf4s15_2 230, buf_4 170, nor4_4 190, buf_6 190
buf_4 120, a31oi_1 90, a31oi_1 290, o2111ai_2 180
or3_4 420, o311ai_4 460, a221oi_4 140, nand2_4 150
ha_4 170, clkinv_4 60, a211oi_4 230, nand2b_4 190
o211ai_1 180, a211o_1 350, a221o_1 310
## worst max-delay path by stage
stage / start / endpoint / slack [ps] / cells past startpoint
5_1_grt: int_in[3] / f_f[10] / -3100 / 19
6_report: int_in[3] / f_f[10] / -3020 / 19
4_1_cts: int_in[0] / f_f[10] / -2900 / 17
Power figures rest on the tool's default switching activity, not on a simulated workload.
